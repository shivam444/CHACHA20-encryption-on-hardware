## design/flow/run.sh

```bash
#!/bin/bash
# OpenROAD 26Q1-2900-gdf79404cd8, Yosys 0.63+post, stock flow scripts
make -C /OpenROAD-flow-scripts/flow DESIGN_CONFIG=/design/flow/config.mk WORK_HOME=/design/flow/orfs finish
```

## design/flow/config.mk

```make
export PLATFORM = sky130hd
export DESIGN_NAME = multiple_rounds
export DESIGN_NICKNAME = multiple_rounds
export VERILOG_FILES = /design/flow/design.v
export SDC_FILE = /design/flow/constraint.sdc
export NUM_CORES = 4
export LEC_CHECK = 1
export CORE_UTILIZATION = 30
```

## design/flow/constraint.sdc

```tcl
current_design multiple_rounds

set clk_period 36.5
set clk_io_pct 0.2

create_clock -name clk0 -period $clk_period [get_ports {clk}]

set non_clock_inputs [all_inputs -no_clocks]
set_input_delay [expr $clk_period * $clk_io_pct] -clock clk0 $non_clock_inputs
set_output_delay [expr $clk_period * $clk_io_pct] -clock clk0 [all_outputs]
```

## design/flow/design.v

```verilog
`timescale 1ns / 1ps
module multiple_rounds#(parameter N = 32, parameter M= 20)(
  input clk, input rst,
  input wire [N-1:0] a,
  input wire [N-1:0] b,
  input wire [N-1:0] c,
  input wire [N-1:0] d,
  output wire [N-1:0] a_out,
  output wire [N-1:0] b_out,
  output wire [N-1:0] c_out,
  output wire [N-1:0] d_out,
  output reg ready);
  reg [N-1:0] a_hold_0;
  reg [N-1:0] b_hold_0;
  reg [N-1:0] c_hold_0;
  reg [N-1:0] d_hold_0;
  wire [N-1:0] a_next_0;
  wire [N-1:0] b_next_0;
  wire [N-1:0] c_next_0;
  wire [N-1:0] d_next_0;
  reg [N-1:0] a_hold_1;
  reg [N-1:0] b_hold_1;
  reg [N-1:0] c_hold_1;
  reg [N-1:0] d_hold_1;
  wire [N-1:0] a_next_1;
  wire [N-1:0] b_next_1;
  wire [N-1:0] c_next_1;
  wire [N-1:0] d_next_1;
  reg [N-1:0] a_hold_2;
  reg [N-1:0] b_hold_2;
  reg [N-1:0] c_hold_2;
  reg [N-1:0] d_hold_2;
  wire [N-1:0] a_next_2;
  wire [N-1:0] b_next_2;
  wire [N-1:0] c_next_2;
  wire [N-1:0] d_next_2;
  reg [N-1:0] a_hold_3;
  reg [N-1:0] b_hold_3;
  reg [N-1:0] c_hold_3;
  reg [N-1:0] d_hold_3;
  wire [N-1:0] a_next_3;
  wire [N-1:0] b_next_3;
  wire [N-1:0] c_next_3;
  wire [N-1:0] d_next_3;
  reg [N-1:0] a_hold_4;
  reg [N-1:0] b_hold_4;
  reg [N-1:0] c_hold_4;
  reg [N-1:0] d_hold_4;
  wire [N-1:0] a_next_4;
  wire [N-1:0] b_next_4;
  wire [N-1:0] c_next_4;
  wire [N-1:0] d_next_4;
  reg [N-1:0] a_hold_5;
  reg [N-1:0] b_hold_5;
  reg [N-1:0] c_hold_5;
  reg [N-1:0] d_hold_5;
  wire [N-1:0] a_next_5;
  wire [N-1:0] b_next_5;
  wire [N-1:0] c_next_5;
  wire [N-1:0] d_next_5;
  reg [N-1:0] a_hold_6;
  reg [N-1:0] b_hold_6;
  reg [N-1:0] c_hold_6;
  reg [N-1:0] d_hold_6;
  wire [N-1:0] a_next_6;
  wire [N-1:0] b_next_6;
  wire [N-1:0] c_next_6;
  wire [N-1:0] d_next_6;
  reg [N-1:0] a_hold_7;
  reg [N-1:0] b_hold_7;
  reg [N-1:0] c_hold_7;
  reg [N-1:0] d_hold_7;
  wire [N-1:0] a_next_7;
  wire [N-1:0] b_next_7;
  wire [N-1:0] c_next_7;
  wire [N-1:0] d_next_7;
  reg [N-1:0] a_hold_8;
  reg [N-1:0] b_hold_8;
  reg [N-1:0] c_hold_8;
  reg [N-1:0] d_hold_8;
  wire [N-1:0] a_next_8;
  wire [N-1:0] b_next_8;
  wire [N-1:0] c_next_8;
  wire [N-1:0] d_next_8;
  reg [N-1:0] a_hold_9;
  reg [N-1:0] b_hold_9;
  reg [N-1:0] c_hold_9;
  reg [N-1:0] d_hold_9;
  wire [N-1:0] a_next_9;
  wire [N-1:0] b_next_9;
  wire [N-1:0] c_next_9;
  wire [N-1:0] d_next_9;
  reg [N-1:0] a_hold_10;
  reg [N-1:0] b_hold_10;
  reg [N-1:0] c_hold_10;
  reg [N-1:0] d_hold_10;
  reg [4:0] count;
  reg [4:0] count_next;
  chacha20_quarter rounds_dut0(.a(a_hold_0),.b(b_hold_0),
                              .c(c_hold_0),.d(d_hold_0),
                              .a_out(a_next_0),.b_out(b_next_0),
                              .c_out(c_next_0),.d_out(d_next_0));
  chacha20_quarter rounds_dut1(.a(a_hold_1),.b(b_hold_1),
                              .c(c_hold_1),.d(d_hold_1),
                              .a_out(a_next_1),.b_out(b_next_1),
                              .c_out(c_next_1),.d_out(d_next_1));
  chacha20_quarter rounds_dut2(.a(a_hold_2),.b(b_hold_2),
                              .c(c_hold_2),.d(d_hold_2),
                              .a_out(a_next_2),.b_out(b_next_2),
                              .c_out(c_next_2),.d_out(d_next_2));
  chacha20_quarter rounds_dut3(.a(a_hold_3),.b(b_hold_3),
                              .c(c_hold_3),.d(d_hold_3),
                              .a_out(a_next_3),.b_out(b_next_3),
                              .c_out(c_next_3),.d_out(d_next_3));
  chacha20_quarter rounds_dut4(.a(a_hold_4),.b(b_hold_4),
                              .c(c_hold_4),.d(d_hold_4),
                              .a_out(a_next_4),.b_out(b_next_4),
                              .c_out(c_next_4),.d_out(d_next_4));
  chacha20_quarter rounds_dut5(.a(a_hold_5),.b(b_hold_5),
                              .c(c_hold_5),.d(d_hold_5),
                              .a_out(a_next_5),.b_out(b_next_5),
                              .c_out(c_next_5),.d_out(d_next_5)); 
  chacha20_quarter rounds_dut6(.a(a_hold_6),.b(b_hold_6),
                              .c(c_hold_6),.d(d_hold_6),
                              .a_out(a_next_6),.b_out(b_next_6),
                              .c_out(c_next_6),.d_out(d_next_6));   
  chacha20_quarter rounds_dut7(.a(a_hold_7),.b(b_hold_7),
                              .c(c_hold_7),.d(d_hold_7),
                              .a_out(a_next_7),.b_out(b_next_7),
                              .c_out(c_next_7),.d_out(d_next_7)); 
  chacha20_quarter rounds_dut8(.a(a_hold_8),.b(b_hold_8),
                              .c(c_hold_8),.d(d_hold_8),
                              .a_out(a_next_8),.b_out(b_next_8),
                              .c_out(c_next_8),.d_out(d_next_8));
  chacha20_quarter rounds_dut9(.a(a_hold_9),.b(b_hold_9),
                              .c(c_hold_9),.d(d_hold_9),
                              .a_out(a_next_9),.b_out(b_next_9),
                              .c_out(c_next_9),.d_out(d_next_9));                                                     
  always@(posedge clk or negedge rst)begin
    if(~rst)begin
      a_hold_0 <= 'b0;
      b_hold_0 <= 'b0;
      c_hold_0 <= 'b0;
      d_hold_0 <= 'b0;
    end
    else begin
      a_hold_0 <= a;
      b_hold_0 <= b;
      c_hold_0 <= c;
      d_hold_0 <= d;
    end
  end
  always@(posedge clk or negedge rst)begin
    if(~rst)begin
      a_hold_1 <= 'b0;
      b_hold_1 <= 'b0;
      c_hold_1 <= 'b0;
      d_hold_1 <= 'b0;
    end
    else begin
      a_hold_1 <= a_next_0;
      b_hold_1 <= b_next_0;
      c_hold_1 <= c_next_0;
      d_hold_1 <= d_next_0;
    end
  end
  always@(posedge clk or negedge rst)begin
    if(~rst)begin
      a_hold_2 <= 'b0;
      b_hold_2 <= 'b0;
      c_hold_2 <= 'b0;
      d_hold_2 <= 'b0;
    end
    else begin
      a_hold_2 <= a_next_1;
      b_hold_2 <= b_next_1;
      c_hold_2 <= c_next_1;
      d_hold_2 <= d_next_1;
    end
  end
  always@(posedge clk or negedge rst)begin
    if(~rst)begin
      a_hold_3 <= 'b0;
      b_hold_3 <= 'b0;
      c_hold_3 <= 'b0;
      d_hold_3 <= 'b0;
    end
    else begin
      a_hold_3 <= a_next_2;
      b_hold_3 <= b_next_2;
      c_hold_3 <= c_next_2;
      d_hold_3 <= d_next_2;
    end
  end
  always@(posedge clk or negedge rst)begin
    if(~rst)begin
      a_hold_4 <= 'b0;
      b_hold_4 <= 'b0;
      c_hold_4 <= 'b0;
      d_hold_4 <= 'b0;
    end
    else begin
      a_hold_4 <= a_next_3;
      b_hold_4 <= b_next_3;
      c_hold_4 <= c_next_3;
      d_hold_4 <= d_next_3;
    end
  end
  always@(posedge clk or negedge rst)begin
    if(~rst)begin
      a_hold_5 <= 'b0;
      b_hold_5 <= 'b0;
      c_hold_5 <= 'b0;
      d_hold_5 <= 'b0;
    end
    else begin
      a_hold_5 <= a_next_4;
      b_hold_5 <= b_next_4;
      c_hold_5 <= c_next_4;
      d_hold_5 <= d_next_4;
    end
  end 
  always@(posedge clk or negedge rst)begin
    if(~rst)begin
      a_hold_6 <= 'b0;
      b_hold_6 <= 'b0;
      c_hold_6 <= 'b0;
      d_hold_6 <= 'b0;
    end
    else begin
      a_hold_6 <= a_next_5;
      b_hold_6 <= b_next_5;
      c_hold_6 <= c_next_5;
      d_hold_6 <= d_next_5;
    end
  end 
  always@(posedge clk or negedge rst)begin
    if(~rst)begin
      a_hold_7 <= 'b0;
      b_hold_7 <= 'b0;
      c_hold_7 <= 'b0;
      d_hold_7 <= 'b0;
    end
    else begin
      a_hold_7 <= a_next_6;
      b_hold_7 <= b_next_6;
      c_hold_7 <= c_next_6;
      d_hold_7 <= d_next_6;
    end
  end 
  always@(posedge clk or negedge rst)begin
    if(~rst)begin
      a_hold_8 <= 'b0;
      b_hold_8 <= 'b0;
      c_hold_8 <= 'b0;
      d_hold_8 <= 'b0;
    end
    else begin
      a_hold_8 <= a_next_7;
      b_hold_8 <= b_next_7;
      c_hold_8 <= c_next_7;
      d_hold_8 <= d_next_7;
    end
  end
  always@(posedge clk or negedge rst)begin
    if(~rst)begin
      a_hold_9 <= 'b0;
      b_hold_9 <= 'b0;
      c_hold_9 <= 'b0;
      d_hold_9 <= 'b0;
    end
    else begin
      a_hold_9 <= a_next_8;
      b_hold_9 <= b_next_8;
      c_hold_9 <= c_next_8;
      d_hold_9 <= d_next_8;
    end
  end
  always@(posedge clk or negedge rst)begin
    if(~rst)begin
      a_hold_10 <= 'b0;
      b_hold_10 <= 'b0;
      c_hold_10 <= 'b0;
      d_hold_10 <= 'b0;
      ready <= 'b0;
    end
    else begin
      a_hold_10 <= a_next_9;
      b_hold_10 <= b_next_9;
      c_hold_10 <= c_next_9;
      d_hold_10 <= d_next_9;
      ready <= 1'b1;
    end
  end
  assign a_out = a_hold_10;
  assign b_out = b_hold_10;
  assign c_out = c_hold_10;
  assign d_out = d_hold_10;
endmodule
`timescale 1ns / 1ps
module chacha20_quarter#(parameter N = 32)(
    input wire [N-1:0] a,
    input wire [N-1:0] b,
    input wire [N-1:0] c,
    input wire [N-1:0] d,
    output wire [N-1:0] a_out,
    output wire [N-1:0] b_out,
    output wire [N-1:0] c_out,
    output wire [N-1:0] d_out
);
function [N-1:0] rotate_left;
    input [N-1:0] value;
    input integer amount;
    begin
        rotate_left = (value << amount) | (value >> (32 - amount));
    end
endfunction
wire [N-1:0] a1, b1, c1, d1;
wire [N-1:0] a2, b2, c2, d2;
assign a1 = a + b;
assign d1 = rotate_left(d ^ a1, 16);
assign c1 = c + d1;
assign b1 = rotate_left(b ^ c1, 12);
assign a2 = a1 + b1;
assign d2 = rotate_left(d1 ^ a2, 8);
assign c2 = c1 + d2;
assign b2 = rotate_left(b1 ^ c2, 7);
assign a_out = a2;
assign b_out = b2;
assign c_out = c2;
assign d_out = d2;
endmodule
```

==> flow_metrics.env <==
# physical design summary
export IMPL_drtIter0Drc=6702
export IMPL_tightest_slew_ps=1390
export IMPL_skew_ps=58.8
export IMPL_simple_gate_area_frac=0.0904
export IMPL_worstPathArrival_ps=15740
export IMPL_chipWidth_um=595
export IMPL_cts_hold_buf=0
export IMPL_postSynthSeqShare=0.335
export IMPL_synth_top_cell_by_area="dfrtp_1"
export IMPL_hpwl_um=393000
export IMPL_xor_area_frac=0.209
export IMPL_period_minus_slack_ps=15000
export IMPL_routed_wl_um=451000
export IMPL_fa_ha_area_frac=0.158
export IMPL_yosysUniqueCellTypes=101
export IMPL_critical_path_required_ps=37240
export IMPL_dpl_cell_count=15600
export IMPL_max_slew_margin_rel=0.0692
export IMPL_crit_path_max_fanout=4
export IMPL_rsz0062_at_grt="no"
export IMPL_flop_cell="dfrtp_1"
export IMPL_setup_viol=0
export IMPL_crit_type="reg2reg"
export IMPL_path_common_cell="o21ai_0"
export IMPL_vias_per_cell=5.37
export IMPL_fin_cells=15900
export IMPL_cts_max_level=4
export IMPL_cts_setup_buffers=0
export IMPL_root_buffer="clkbuf_16"
export IMPL_area_delta_synth_final_pct=13.9
export IMPL_dpl_cell_area_um2=114000
export IMPL_ant_nets=0
export IMPL_worst_slack_ps=21500
export IMPL_topCellsByArea="dfrtp_1, ha_1, xor2_1, xnor2_1, a21oi_1"
export IMPL_setup_tns_ps=0
export IMPL_drc=0
export IMPL_netlist_area_um2=105000
export IMPL_numCtsBuffers=165
export IMPL_port_buffers=258
export IMPL_setup_worst_path_start_class="flip-flop"
export IMPL_preCtsSetupSlack_ps=21870
export IMPL_clockBufferDepth=4
export IMPL_synth_flops=1409
export IMPL_synthArstFlopShare=1.00
export IMPL_gr_total_overflow=0
export IMPL_final_seq_area_um2=35300
export IMPL_synth_logic_top_family="XOR/XNOR gates"
export IMPL_synth_chip_area_um2=105000
export IMPL_post_route_util=0.343
export IMPL_cts_sinks=1409
export IMPL_synth_cellmix_compoundShare=0.194
export IMPL_timing_fmax_mhz=66.7
export IMPL_hold_violations=0
export IMPL_layout_top_cell="xor2_1"
export IMPL_fp_dieH_um=595
export IMPL_ys_cells=10600
export IMPL_fp_util=0.301
export IMPL_gp_congestion=1.08
export IMPL_synthCells=10600
export IMPL_grt_antenna_before_repair=26
export IMPL_core_area_um2=349000
export IMPL_crit_slowest_cell="o41ai_1"
export IMPL_cts_repair_resized=0
export IMPL_cts_tree="done"
export IMPL_combGateArea_um2=68600
export IMPL_grt_pass1_vias=83100
export IMPL_final_area_um2=120000
export IMPL_hold_class="reg2reg"
export IMPL_critPathMaxStageDelay_ps=770
export IMPL_num_rows=217
export IMPL_status="completed"
export IMPL_synthMuxAreaShare=0.000285
export IMPL_maxCapViolCount=0
export IMPL_yosys_warnings=2
export IMPL_clkLatencyLatePin_ps=900
export IMPL_warnings=60
export IMPL_synth_edff_count=0
export IMPL_clk_pin_slew_worst_paths_ps=60
export IMPL_synth_avg_cell_area_um2=9.90
export IMPL_grt_usage=0.258
export IMPL_grt_pass1_wl_um=630000
export IMPL_n_fill_cell=34900
export IMPL_timing_final_crit_share=0.411
export IMPL_top_area_frac=0.335
export IMPL_maxSlewViolCount=0
export IMPL_die_area_um2=353000
export IMPL_num_vias=85200
export IMPL_drt_pass1_iterations=6
export IMPL_final_layout_top_logic_cells="xor2_1, dfrtp_1, ha_1"
export IMPL_pin_count=259
export IMPL_grt_max_degree=133
export IMPL_routedWlPerCell_um=28.5
export IMPL_worst_setup_path_end_kind="flip-flop"
export IMPL_layout_drive_gt1_share=0.0441
[cells by family (layout without fill, tap and decap cells)]
| kind of cell | Yosys count | count (layout) |
|---|---|---|
| compound gates | 3122 | 3122 |
| xor+xnor | 2435 | 2435 |
| mux | 3 | 3 |
| other cells | 1 | 9 |
| simple gates | 1976 | 1976 |
| fa+ha+maj | 1306 | 1306 |
| flops | 1409 | 1409 |
| buf+inv | 391 | 999 |
[path summary, 6_finish.rpt]
kind,start,end,slack (ps),cells after the start
max,b_hold_3[0],b_hold_4[5],21500,50
min reg2reg,d_hold_0[24],d_hold_1[16],670,2
min in group asynchronous,rst,d_hold_10[9],6330,1
max in group asynchronous,rst,d_hold_3[23],24310,9
min,d_hold_0[24],d_hold_1[16],670,2
max reg2reg,b_hold_3[0],b_hold_4[5],21500,50
[per-stage QoR]
stage          hold WS, ps
2_1_floorplan          586
3_3_place_gp           673
3_5_place_dp           674
4_1_cts                674
5_1_grt                700
6_report               671
[layer usage]
| layer | global-route usage | part of all wire |
|---|---|---|
| met5 | 0 | 0.00028 |
| met4 | 0.111 | 0.054 |
| met3 | 0.0654 | 0.082 |
| met2 | 0.386 | 0.44 |
| met1 | 0.358 | 0.43 |
[Yosys cell counts, types with 19 or more instances]
cell type  number
and4_1         20
o31ai_1        54
or3_1          36
o21a_1        152
xnor2_1       878
nand2b_1      131
xor3_1         19
a21o_1        601
nor3_1        124
o21ai_0       481
and3_1        100
nand2_1       478
o21ai_1        34
a21oi_1       966
xnor3_1        24
a41oi_1        20
o21bai_1      157
o22ai_1        23
nor2_1        567
a211o_1        30
and2_1         40
nor2b_1       125
dfrtp_1      1409
nand4_1        87
a31o_2         30
ha_1         1266
o211ai_1       64
inv_1         352
xor2_1       1504
or2_2          25
nand3_1       177
a211oi_1      118
a221o_1        26
fa_1           40
a21boi_0       31
a31oi_1        92
a221oi_1       23
clkbuf_1       37
[final cells by class]
| cell class | count | area share |
|---|---|---|
| Tap cell | 4599 | 0.0480 |
| Timing Repair Buffer | 351 | 0.0276 |
| Multi-Input combinational cell | 8843 | 0.572 |
| Clock inverter | 83 | 0.00913 |
| Sequential cell | 1409 | 0.294 |
| Clock buffer | 213 | 0.0382 |
| Antenna cell | 8 | 0.000167 |
| Inverter | 352 | 0.0110 |
[critical path, delay by kind of cell, from the launching register on]
kind	cells	cell delay [ps]
simple gates	5	790
buf+inv	2	140
flops	1	360
compound gates	28	7660
xor+xnor	8	3300
fa+ha+maj	7	2580
