<file path="design.v">
`timescale 1ns / 1ps
module counter#(parameter N=32)(input clk, input rst,
                                output [N-1:0] count);
  reg [N-1:0] present_count;
  reg [N-1:0] next_count;
  always@*begin
    next_count = present_count+1'b1;
  end
  always@(posedge clk or negedge rst)begin
    if(~rst)begin
      present_count <= 'b1;
    end
    else begin
      present_count <= next_count;
    end
  end
  assign count = present_count;
endmodule
module lfsr_random_seed#(parameter N = 32)(input clk, input rst,
                               output[N-1:0]out);
  localparam index1 = 0;
  localparam index2 = N/4;
  localparam index3 = (N/4) + (N/8);
  localparam index4 = (N/4) + 1 + (N/2);
  localparam index5 = (N/2)+1;
  wire [N-1:0] count;
  wire [N-1:0] start_count;  
  reg [N-1:0] present_state;
  reg [N-1:0] next_state;
  reg flag = 0;
  counter #(.N(N)) count1(.clk(clk),.rst(rst),.count(count));
  counter #(.N(N)) count2(.clk(clk),.rst(rst),.count(start_count));
  always@*begin
    next_state = {(present_state[index1]^
                   present_state[index2]^
                   present_state[index3]^
                   present_state[index4]), present_state[N-1:N/2],
                  (present_state[index3]^
                   present_state[index5]), present_state[(N/2)-1:2]};
  end
  always@(posedge clk or negedge rst)begin
    if(~rst)begin
      present_state <= 'b0;
    end 
    else if(start_count > 'd5 && start_count < 'd1000)begin
      present_state <= count;
    end
    else if(flag) begin
      present_state <= next_state;
    end
  end
  always@(posedge clk or negedge rst)begin
      if(~rst)begin
        flag <= 1'b0;
      end
      else if(start_count > 'd5 && start_count < 'd1000)begin
          flag <= 1'b1;
      end
  end
  assign out = present_state;
endmodule
</file>
<file path="run.sh">
#!/bin/bash
# OpenROAD 26Q1-2900-gdf79404cd8, Yosys 0.63+post, stock flow scripts
make -C /OpenROAD-flow-scripts/flow DESIGN_CONFIG=/design/flow/config.mk WORK_HOME=/design/flow/orfs finish
</file>
<file path="config.mk">
export PLATFORM = sky130hd
export DESIGN_NAME = lfsr_random_seed
export DESIGN_NICKNAME = lfsr_random_seed
export VERILOG_FILES = /design/flow/design.v
export SDC_FILE = /design/flow/constraint.sdc
export NUM_CORES = 4
export LEC_CHECK = 1
export CORE_UTILIZATION = 50
</file>
<file path="constraint.sdc">
current_design lfsr_random_seed

set clk_period 5.7
set clk_io_pct 0.2

create_clock -name clk0 -period $clk_period [get_ports {clk}]

set non_clock_inputs [all_inputs -no_clocks]
set_input_delay [expr $clk_period * $clk_io_pct] -clock clk0 $non_clock_inputs
set_output_delay [expr $clk_period * $clk_io_pct] -clock clk0 [all_outputs]
</file>
==> flow_summary_export.csv <==
group,metric,value,unit
status,status,"complete, no violations",
floorplanning,io_pins,34,
yosys,yosysUniqueCellTypes,27,
critical_path,cp_slowest_stage_delay,0.52,ns
yosys,avgSynthCellArea,12.8,sq um
yosys,ys.flops,97,
route,routed-via-count,2784,
route,routed_wl,8160,um
placement,place_area,5080,sq um
sta,drv_slew,0,
critical_path,cp-start-kind,"register",
critical_path,arrival,1.38,ns
clock_tree,cts_hold_buf,0,
critical_path,path_delay_family,"buffers and inverters",
clock_tree,clkSinkCount,97,
yosys,yosys_warnings,2,
sta,fmax,397,MHz
min_path,worstHoldStart,"count1.present_count[31]",
yosys,yosys_area,4630,sq um
floorplanning,core-area,8850,sq um
sta,finalSetupViolCount,0,
global_route,grt_pass1_vias,2877,
sta,period_used_share,0.442,
cells_and_area,design_area,5290,sq um
power,p_per_area,219,nW/um^2
critical_path,critPathKind,"register to output pin",
clock_tree,clockBufferDepth,2,
global_route,track_usage,0.194,
critical_path,slowest_stage,"clkdlybuf4s50_1",
floorplanning,die_h,98.3,um
critical_path,crit_chain,"clkdlybuf4s50_1",
job,max-cap-violations,0,
floorplanning,die-width,98.3,um
yosys,netlist_instances,362,
clock_tree,cts_buffers,9,
route,drtPass1Iterations,24,
sta,rsz0062_at_grt,"no",
clock_tree,cts_tree,"built",
power,ir_drop,142,uV
sta,min_period,2.52,ns
power,leakagePower,2.46,nW
route,drt_iter0_drc,79,
sta,relSlewSlack,0.377,
clock_tree,ctsRootBufferMaster,"clkbuf_8",
yosys,yosys_cells,362,
global_route,grt_overflow,0,
sta,setup_tns,0,ns
route,wl_per_cell,15.8,um
global_route,grt_max_degree,60,
cells_and_area,drive_gt1_frac,0.225,
placement,port_buffers,33,
floorplanning,die_area,9660,sq um
critical_path,r2r_start,"count2.present_count[0]",
floorplanning,fp_util,0.524,
placement,gp_congestion,0.779,
route,postRouteAntennaNets,0,
yosys,async_reset_ff_frac,1.00,
clock_tree,postCtsSetupRepairBufs,0,
sta,worst_slew_pin_slew,0.927,ns
yosys,synth_area,4630,sq um
critical_path,worst-path-buf-inv,1,
clock_tree,post_cts_resized,0,
placement,dp_hpwl,5530,um
critical_path,cp_data_required_time,4.56,ns
min_path,hold_class,"register to register",
cells_and_area,area_growth,14.2,%
yosys,ys_seq_frac,0.524,
yosys,ys.flop_type,"dfrtp_1",
clock_tree,clock_latency,0.36,ns
critical_path,endpoint_kind,"output pin",
floorplanning,rows,34,
route,viasPerCell,5.40,
critical_path,cp_max_fo,5,
power,finalPower,1.16,mW
route,post-route-drc-count,0,
sta,hold_violations,0,
job,warning_count,27,
global_route,grt_pass1_wl,14400,um
critical_path,cp-startpoint,"present_state[12]",
route,antenna-diode-count,0,
yosys,synth-edff-count,0,
sta,finClkSkew,0.0149,ns
global_route,antenna_found_initial,0,
clock_tree,clk_transition_reported_paths,0.10,ns
clock_tree,htreeDepth,3,
-- Yosys cell counts (all sizes together), types with 5 or more instances --
library cell | number | area (sq um)
dfrtp | 95 | 2380
nor4 | 10 | 96.4
and3 | 9 | 56.3
mux2 | 60 | 781
nor2 | 12 | 45.0
nand3 | 25 | 125
clkbuf | 6 | 22.5
nand4 | 24 | 150
xor2 | 10 | 87.6
xnor2 | 54 | 473
and4 | 8 | 70.1
inv | 5 | 18.8
nand2 | 18 | 67.6
-- layer usage --
metal	vias to the layer above	track usage	share of wire	wire length, um
met4	0	0.0241	0.014	112
met2	35	0.314	0.48	3940
met3	12	0.0203	0.019	155
met1	1368	0.311	0.48	3950
li1	1369	-	-	-
met5	-	0	0	0
-- cell usage in the layout (no fill, tap or decap), types with 3 or more instances in the layout --
cell type        netlist  layout
and2_1                 3       3
and3_1                 9       9
and4_1                 8       8
buf_4                  0       7
clkbuf_8               0      11
clkdlybuf4s50_1        0      32
dfrtp_1               95      95
ha_1                   4       4
inv_1                  5       5
mux2_2                32      32
mux2_4                28      28
nand2_1               18      18
nand3_1               25      25
nand4_1               24      24
nor2_1                12      12
nor3_1                 4       4
nor4_1                 6       6
nor4_2                 3       3
or2_2                  3       3
xnor2_1               54      54
xor2_1                10      10
-- registers in the layout, summed over array words and instances, names as in the netlist --
signal and cells:
present_state 32, count1.present_count 32, flag 1, count2.present_count 32
-- per-stage QoR --
stage | hold slack (ns) | utilization | instances | setup slack (ns)
2_1_floorplan | 0.446 | - | 362 | 3.54
3_3_place_gp | 0.469 | 0.575 | 500 | 3.26
3_5_place_dp | 0.473 | 0.575 | 500 | 3.26
4_1_cts | 0.489 | 0.598 | 516 | 3.14
5_1_grt | 0.506 | 0.598 | 516 | 3.10
6_report | 0.484 | 0.598 | 516 | 3.18
-- cell type report --
type	instances	area, sq um
fillers	738	3560
clock inverters	4	51.3
well taps	108	135
multi-input cells	251	2130
flip-flops and latches	97	2430
clock buffers	12	155
inverters	5	18.8
repair buffers	39	373
-- kinds of logic (layout without fill, tap and decap cells) --
kind of cell,after synthesis,in the layout,synth area share
buf+inv,14,60,0.0162
fa+ha+maj,4,4,0.0108
xor+xnor,64,64,0.121
mux,62,62,0.173
flops,97,97,0.524
simple gates,119,119,0.153
compound gates,2,2,0.00216
-- report_power, final --
part	total (mW)	switching (mW)	internal, mW
clock	0.458	0.230	0.228
combinational	0.0139	0.0131	0.000862
sequential	0.688	0	0.688
total	1.16	0.243	0.917
-- worst paths after layout --
kind                                       endpoint  slack, ns  depth (start not counted)
setup reg to reg                  present_state[25]       3.29                          7
hold reg to reg            count1.present_count[31]       0.48                          1
min in group asynchronous          present_state[1]       0.83                          1
max in group asynchronous  count1.present_count[27]       3.84                          2
setup / recovery                            out[12]       3.18                          1
hold / removal             count1.present_count[31]       0.48                          1
No activity file was given, so power comes from the tool's default toggle rates.
