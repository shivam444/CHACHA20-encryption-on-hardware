==> /design/flow/design.v <==
`timescale 1ns / 1ps
module baud_gen(
    input   wire    clk,
    input   wire    rst_n,
    output  reg     bclk
    );
    reg [8:0]   cnt;
    always @(posedge clk or negedge rst_n) begin
        if(!rst_n) begin
            cnt     <=  0;
            bclk    <=  0;
        end else if(cnt > 9) begin
            cnt     <=  0;
            bclk    <=  1;
        end else begin
            cnt     <=  cnt + 1;
            bclk    <=  0;
        end
    end
endmodule
module uart_tx(
    input   wire            bclk,
    input   wire            rst_n,
    input   wire            tx_cmd,
    input   wire    [7:0]   tx_din,
    output  reg             tx_ready,
    output  reg             txd
);
    parameter [3:0] Lframe  = 8;
    parameter [2:0] s_idle  = 3'b000;
    parameter [2:0] s_start = 3'b001;
    parameter [2:0] s_wait  = 3'b010;
    parameter [2:0] s_shift = 3'b011;
    parameter [2:0] s_stop  = 3'b100;
    reg [2:0]   cur_state   =   s_idle;
    reg [3:0]   cnt         =   0;
    reg [3:0]   dcnt        =   0;
    always @(posedge bclk or negedge rst_n) begin
        if(!rst_n) begin
            cur_state   <=  s_idle;
            cnt         <=  0;
            tx_ready    <=  0;
            txd         <=  1;
        end else begin
            case (cur_state)
                s_idle: begin
                    tx_ready    <=  1;
                    cnt         <=  0;
                    txd         <=  1;
                    if(tx_cmd == 1'b1) begin
                        cur_state <= s_start;
                    end else begin
                        cur_state <= s_idle;
                    end
                end
                s_start: begin
                    tx_ready    <=  0;
                    txd         <=  1'b0;
                    cur_state   <=  s_wait;
                end
                s_wait: begin
                    tx_ready    <=  0;
                    if(cnt >= 4'b1110) begin
                        cnt         <=  0;
                        if(dcnt == Lframe) begin
                            cur_state   <=  s_stop;
                            dcnt        <=  0;
                            txd         <=  1'b1;
                        end else begin
                            cur_state   <=  s_shift;
                            txd         <=  txd;
                        end
                    end else begin
                        cur_state   <=  s_wait;
                        cnt         <=  cnt + 1;
                    end
                end
                s_shift: begin
                    tx_ready        <=  0;
                    txd             <=  tx_din[dcnt];
                    dcnt            <=  dcnt + 1;
                    cur_state       <=  s_wait;
                end
                s_stop: begin
                    txd             <=  1'b1;
                    if(cnt >= 4'b1110) begin
                        cur_state   <=  s_idle;
                        cnt         <=  0;
                        tx_ready    <=  1;
                    end else begin
                        cur_state   <=  s_stop;
                        cnt         <=  cnt + 1;    
                    end
                end
                default: begin
                    cur_state       <=  s_idle;
                end
            endcase
        end
    end
endmodule
module uart_rx(
    input   wire        bclk,
    input   wire        rst_n,
    input   wire        rxd,
    input   wire        key_flag,
    output  reg         rx_done,
    output  reg         rx_ready,
    output  reg [7:0]   rx_dout
    );
    parameter [3:0] Lframe      = 8;
    parameter [1:0] s_idle      = 2'b00;
    parameter [1:0] s_sample    = 2'b01;
    parameter [1:0] s_stop      = 2'b10;
    reg       [1:0] cur_state   = s_idle;
    reg       [3:0] cnt         = 0;
    reg       [3:0] num         = 0;
    reg       [3:0] dcnt        = 0;
    reg [511:0] key;
    always @(posedge bclk or negedge rst_n) begin
        if(!rst_n) begin
            cur_state <= s_idle;
            cnt <= 0;
            dcnt <= 0;
            num <= 0;
            rx_dout <= 0;
            rx_ready <= 0;
            rx_done <=  0;
            key <= 'b0;
        end else begin
            case (cur_state)
                s_idle: begin
                    rx_dout <= 0;
                    dcnt <=0;
                    rx_ready <= 1;
                    rx_done <=  0;
                    if(cnt == 4'b1111) begin
                        cnt <= 0;
                        if(num > 7) begin
                            cur_state <= s_sample;
                            num <= 0;
                        end else begin
                            cnt <= 0;
                            cur_state <= s_idle;
                            num <= 0;
                        end 
                    end else begin
                        cnt <= cnt + 1;
                        if(rxd == 1'b0) begin
                            num <= num + 1;
                        end else begin
                            num <= num;
                        end
                    end
                end
                s_sample: begin
                    rx_ready <= 1'b0;
                    rx_done <=  0;
                    if(dcnt == Lframe) begin
                        cur_state <= s_stop;
                    end else begin
                        cur_state <= s_sample;
                        if(cnt == 4'b1111) begin
                            dcnt <= dcnt + 1;
                            cnt <= 0;
                            if(num > 7) begin
                                num <= 0;
                                rx_dout[dcnt] <= 1;
                            end else begin
                                rx_dout[dcnt] <= 0;
                                num <= 0;
                            end
                        end else begin
                            cnt <= cnt + 1;
                            if(rxd == 1'b1) begin
                                num <= num + 1;
                            end else begin
                                num <= num;
                            end
                        end
                    end
                end
                s_stop: begin
                    rx_ready <= 1'b1;
                    rx_done <=  1'b1;
                    if(cnt == 4'b1111) begin
                        cnt <= 0;
                        cur_state <= s_idle;
                    end else begin
                        cnt <= cnt + 1;
                    end
                end
                default: begin
                    cur_state <= s_idle;
                end
            endcase
        end
    end
endmodule
==> /design/flow/run.sh <==
#!/bin/bash
# OpenROAD 26Q1-2900-gdf79404cd8, Yosys 0.63+post, stock flow scripts
make -C /OpenROAD-flow-scripts/flow DESIGN_CONFIG=/design/flow/config.mk WORK_HOME=/design/flow/orfs finish
==> /design/flow/config.mk <==
export PLATFORM = sky130hd
export DESIGN_NAME = uart_rx
export DESIGN_NICKNAME = uart_rx
export VERILOG_FILES = /design/flow/design.v
export SDC_FILE = /design/flow/constraint.sdc
export NUM_CORES = 4
export LEC_CHECK = 1
export CORE_AREA = 10 10 102 102
export DIE_AREA = 0 0 112 112
==> /design/flow/constraint.sdc <==
current_design uart_rx

set clk_period 3.4
set clk_io_pct 0.2

create_clock -name clk0 -period $clk_period [get_ports {bclk}]

set non_clock_inputs [all_inputs -no_clocks]
set_input_delay [expr $clk_period * $clk_io_pct] -clock clk0 $non_clock_inputs
set_output_delay [expr $clk_period * $clk_io_pct] -clock clk0 [all_outputs]
==> impl_metrics.toml <==
# flow metrics
[clock_tree]
clk_latency_ns = 0.26
cts_hold_buf = 0
cts_buffers = 3
clockBufferDepth = 2
cts_tree = "done"
postCtsSetupRepairBufs = 0
clock_sink_count = 24
ctsResizeCount = 0
clk_pin_slew_ns = 0.08
root_buffer = "clkbuf_8"
htree_levels = 1

[drt]
drc = 0
vias = 1106
dr.pass1.iters = 4
ant_nets = 0
finalWirelength_mm = 2.69
diodes = 0
post_drt_wl_per_cell_um = 10.2
vias_per_cell = 4.19
drt-initial-drc-count = 67

[floorplanning]
die_h_um = 112
num_io_pins = 14
die_area_um2 = 12500
core-area_um2 = 8220
die_x_um = 112
fp_util = 0.168
rows = 33

[setup_path]
reg2reg_slack_ns = 1.37
r2r-start = "dcnt[0]$_DFFE_PN0P_"
crit_slowest_cell = "dfrtp_1"
critPathLaunchType = "flip-flop"
worstPathRequired_ns = 3.59
cp-end-kind = "flip-flop"
cpPeakStageDelay_ns = 0.52
critical_path_class = "reg2reg"
path_buffers = 1
startpoint = "dcnt[0]$_DFFE_PN0P_"
path_max_fanout = 10
crit_arrival_ns = 2.22
worstPathCellList = "inv_1 -> ha_1 -> and3b_4 -> a21o_1 -> or4_1 -> o21ai_1"
crit_family = "simple AND/OR/NAND/NOR gates"

[sta]
setup_viol = 0
finClkSkew_ns = 0.00624
slew_violations = 0
rsz0062_at_grt = "false"
finalHoldViolCount = 0
hold-worst-slack_ns = 0.491
worstMarginPinSlew_ns = 0.506
period_minus_slack_ns = 2.03
fmax_ghz = 0.493
finalSetupTns_ns = 0
relSlewSlack = 0.662
finalCritPeriodShare = 0.596

[synthesis]
synth_cell_type_count = 37
syn-cell-area_um2 = 1380
avgSynthCellArea_um2 = 9.34
synth_cells = 148
ys_ff = 24
yosysChipArea_um2 = 1380
yosys_warnings = 1
edf_count = 0
yosys.stat.seqShare = 0.434
async_flop_share = 1.00
synthFlopType = "dfrtp_1"
yosysCellCount = 148

[flow_run]
maxCapViolCount = 0
warnings = 30

[global_route]
grt_use_total = 0.0455
grt_pass1_vias = 1055
antenna_found_initial = 0
grt.overflow.total = 0
grt_max_degree = 25
grt_pass1_wl_mm = 4.98

[run_status]
status = "complete, no violations"

[cells_and_area]
layout_top_cell = "dfrtp_1"
layout-drive-gt1-share = 0.0818
layout_top_cells = "dfrtp_1 (24), nand2_1 (16), nand3_1 (15), clkdlybuf4s50_1 (12)"
final_util = 0.203
combGateArea_um2 = 722
ff_latch_area_um2 = 601
fin_cells = 264
nFillCells = 894
syn_to_final_growth_pct = 20.4

[placed_design]
place_congestion = 0.758
port_buffers = 12
placed_cells_incl_taps = 261
dp_hpwl_mm = 1.98

[pwr]
seqPwrFrac = 0.483
clockPowerShare = 0.232
p_comb_frac = 0.285
total_power_uw = 717
power.density_nw_per_um2 = 431
intPower_uw = 476
p_leak_uw = 0.000709
switching_share = 0.336
irDropWorstVdd_mv = 0.159
p_sw_uw = 241

[hold_path]
hp-start = "rx_ready$_DFFE_PN0N_"
hold_path.class = "reg2reg"
[power by group through the flow]
stage | Sequential [uW] | Combinational, uW | Clock (uW)
final | 346 | 204 | 166
after CTS | 348 | 210 | 176
after global routing | 355 | 233 | 193
[registers in the layout (all words and copies together) (netlist names)]
signal / count
rx_dout: 8
num: 4
cur_state: 2
cnt: 4
rx_ready: 1
dcnt: 4
rx_done: 1
[per-layer routing]
metal  global-route usage  vias up  part of all wire
met4              0.00169        0                 0
met1               0.0633      526              0.51
li1                     -      560                 -
met3               0.0179        0             0.078
met5                    0        -                 0
met2               0.0688       20              0.41
[final cells by class]
class	instances	share of cell area
clock buffers	3	0.0248
inverters	9	0.0203
multi-input cells	109	0.434
flip-flops and latches	24	0.361
well taps	105	0.0789
repair buffers	14	0.0812
[kinds of logic after synthesis]
kind of cell / share of synthesized area
flip-flops: 0.434
XOR/XNOR: 0.0317
AND/OR/NAND/NOR: 0.244
adder cells (fa/ha/maj): 0.0633
AND-OR/OR-AND: 0.144
multiplexers: 0.0389
buffers and inverters: 0.0434
[synthesized netlist by cell type (all sizes together) (3+ instances only)]
master	number	area [um2]
a21oi	6	30.0
clkbuf	3	11.3
o21ai	4	20.0
mux2	3	33.8
nand3	15	75.1
nand2	16	60.1
nor2	9	33.8
o31ai	5	37.5
a31oi	3	25.0
ha	7	87.6
inv	9	33.8
nand3b	6	45.0
buf	3	15.0
xnor2	3	26.3
o211ai	6	45.0
dfrtp	24	601
[final timing paths]
check / endpoint / cells after the start
setup / recovery: num[2]$_DFFE_PN0P_ / 6
hold / removal: rx_ready$_DFFE_PN0N_ / 2
setup reg to reg: num[2]$_DFFE_PN0P_ / 6
hold reg to reg: rx_ready$_DFFE_PN0N_ / 2
max in group asynchronous: cur_state[1]$_DFFE_PN0P_ / 2
min in group asynchronous: rx_dout[2]$_DFFE_PN0P_ / 2
[metrics by stage]
step,worst slack (ns),area [um2]
after floorplan,1.58,1380
after global placement,1.34,1620
after detailed placement,1.34,1620
after CTS,1.36,1660
after global routing,1.20,1660
final,1.37,1660
[worst reg2reg max path: cells and delay by family (launching register included)]
kind | cells | cell delay (ns)
simple gates | 2 | 0.71
flops | 1 | 0.52
compound gates | 2 | 0.33
fa+ha+maj | 1 | 0.27
buf+inv | 1 | 0.11
